--- config.mk ---
export PLATFORM = sky130hd
export DESIGN_NAME = VGA_Adjust_Speed
export DESIGN_NICKNAME = VGA_Adjust_Speed
export VERILOG_FILES = /design/flow/design.v
export SDC_FILE = /design/flow/constraint.sdc
export NUM_CORES = 4
export LEC_CHECK = 1
export CORE_UTILIZATION = 50
--- constraint.sdc ---
current_design VGA_Adjust_Speed

set clk_period 7.1
set clk_io_pct 0.2

create_clock -name clk0 -period $clk_period [get_ports {clk}]

set non_clock_inputs [all_inputs -no_clocks]
set_input_delay [expr $clk_period * $clk_io_pct] -clock clk0 $non_clock_inputs
set_output_delay [expr $clk_period * $clk_io_pct] -clock clk0 [all_outputs]
--- design.v ---
module VGA_Adjust_Speed(clk, rst, push, switch,	hsync, vsync, rgb);
input clk, rst;
input [1:0] push; 
input [2:0] switch;
output hsync, vsync;
output [2:0] rgb;
wire video_on;
wire [9:0] pixel_x, pixel_y;
vgaSync vgaSync(.clk(clk), .rst(rst), .hsync(hsync), .vsync(vsync), .video_on(video_on), .p_tick(), .pixel_x(pixel_x), .pixel_y(pixel_y));
pixelGeneration pixelGeneration(.clk(clk), .rst(rst), .push(push), .switch(switch), .pixel_x(pixel_x), .pixel_y(pixel_y), .video_on(video_on), .rgb(rgb));
endmodule
`timescale 1ns / 1ps
module pixelGeneration(clk, rst, push, switch, pixel_x, pixel_y, video_on, rgb);
input clk, rst;
input [1:0] push;
input [2:0] switch;
input [9:0] pixel_x, pixel_y;
input video_on;
output reg [2:0] rgb;
wire square_on, refr_tick;
localparam MAX_X = 640;
localparam MAX_Y = 480;
localparam SQUARE_SIZE = 40;
reg [9:0]vel_next, vel_reg;
reg direction_next, direction_reg;
reg push_reg0, push_reg1;
wire [9:0] square_x_left, square_x_right; 
reg [9:0] square_x_reg, square_x_next;
always @(posedge clk) begin
	if(rst) begin
		square_x_reg <= 320;
		vel_reg <= 1;
		direction_reg <= 0;
	end
	else begin
		square_x_reg <= #1 square_x_next;
		vel_reg <= #1 vel_next;
		direction_reg <= #1 direction_next;
		push_reg0 <= #1 push[0];
		push_reg1 <= #1 push[1];
	end
end
assign refr_tick = (pixel_y ==481) && (pixel_x ==0);
assign square_x_left = square_x_reg;
assign square_x_right = square_x_left + SQUARE_SIZE - 1;
assign posPush0 = ~push_reg0 && push[0];
assign posPush1 = ~push_reg1 && push[1];  
always @(*) begin
	rgb = 3'b000;
	if(video_on) begin
		if(square_on)
			rgb = switch;
		else
			rgb = 3'b110;
	end
end
assign square_on = ((pixel_x > square_x_left) && (pixel_x < square_x_right)) && ((pixel_y > 220) && (pixel_y < 260));
always @(*) begin
	square_x_next = square_x_reg;
	vel_next = vel_reg;
	direction_next = direction_reg;
	if ((square_x_right > MAX_X)) begin  
		direction_next = 1;  
	end
	else if (square_x_reg < 1) begin 
		direction_next = 0;
	end
	if (posPush0  ) begin
		vel_next = vel_reg + 1;  
	end
	else if (posPush1 && (0 < vel_reg)) begin
		vel_next = vel_reg - 1;
	end
	if(refr_tick) begin
		case (direction_reg)
		0: square_x_next = square_x_reg + vel_reg;
		1: begin 
			if (square_x_reg < vel_reg) 
			square_x_next = 0;
			else
			square_x_next = square_x_reg - vel_reg;
			end
		endcase
	end
end
endmodule
module vgaSync(clk, rst, hsync, vsync, video_on, p_tick, pixel_x, pixel_y);
input clk, rst;
output hsync, vsync, video_on, p_tick;
output [9:0] pixel_x, pixel_y;
parameter HD = 640;  
parameter HF = 48;  
parameter HB = 16;  
parameter HR = 96;  
parameter VD = 480;  
parameter VF = 10;  
parameter VB = 33;  
parameter VR = 2;  
reg mod2;
wire mod2Next;
reg [9:0] h_count, h_countNext;
reg [9:0] v_count, v_countNext;
reg v_sync, h_sync;
wire v_syncNext, h_syncNext;
wire h_end, v_end, pixel_tick;
always @(posedge clk) begin
		mod2 <= #1 mod2Next;
		v_count <= #1 v_countNext;
		h_count <= #1 h_countNext;
		v_sync <= #1 v_syncNext;
		h_sync <= #1 h_syncNext;
end
assign mod2Next = rst ? 0 : ~mod2;
assign pixel_tick = mod2;
assign h_end = (h_count == (HD+HF+HB+HR-1));
assign v_end = (v_count == (VD+VF+VB+VR-1));
always @(*) begin
	h_countNext = h_count;
	if(rst)
		h_countNext = 0;
	else if(pixel_tick)  
		if(h_end)
			h_countNext = 0;
		else
			h_countNext = h_count + 1;
end
always @(*) begin
	v_countNext = v_count;
	if(rst)
		v_countNext = 0;
	else if(pixel_tick & h_end)
		if(v_end)
			v_countNext = 0;
		else
			v_countNext = v_count + 1;
end
assign h_syncNext = rst ? 0 : (h_count >= (HD+HB) && h_count <= (HD+HB+HR-1));
assign v_syncNext = rst ? 0 : (v_count >= (VD+VB) && v_count <= (VD+VB+VR-1));
assign video_on = (h_count < HD) && (v_count < VD);
assign hsync = h_sync;
assign vsync = v_sync;
assign p_tick = mod2;
assign pixel_x = h_count;
assign pixel_y = v_count;
endmodule
--- run.sh ---
#!/bin/bash
# OpenROAD 26Q1-2900-gdf79404cd8, Yosys 0.63+post, stock flow scripts
make -C /OpenROAD-flow-scripts/flow DESIGN_CONFIG=/design/flow/config.mk WORK_HOME=/design/flow/orfs finish
==> run_results.csv <==
group,metric,value,unit
clock_tree,worstSkewPairLatency,300,ps
sta,final-setup-viol-count,0,
critical_path,cpMaxStageDelayCell,"or3_1",
sta,fin_crit_sh,0.663,
clock_tree,cts_max_path_buffers,2,
routing,avgViaCountPerCell,5.74,
critical_path,crit_family,"simple AND/OR/NAND/NOR gates",
synth,mux_area_frac,0.0181,
place,hpwlAfterDp,7110,um
synth,async_flop_share,0,
layout,fin_cells,597,
place,pre_cts_slack,2730,ps
layout,drive_gt1_frac,0.0384,
routing,drc_errors,0,
grt,overflow,0,
clock_tree,root_buffer,"clkbuf_8",
synth,ys.flop_type,"dfxtp_1",
critical_path,crit_top_cell,"nor3_1",
routing,wirelength,9260,um
sta,slew_viol_final,0,
clock_tree,clkTransAtPathRegs,100,ps
synth,synth.cell_area,3950,um^2
critical_path,worstPathCellList,"inv_1, or3_1, a21boi_2, xnor2_1, ha_1, a211o_1, nor3_1, o221ai_1, nor3_1, clkdlybuf4s50_1",
grt,grt_max_degree,28,
synth,netlist.area_leader.share,0.223,
power,p_leak,1.73,nW
synth,common_cells,"nor2_1 (57), ha_1 (53), dfxtp_1 (44)",
sta,min_period,4710,ps
power,power.density,204,nW/um^2
sta,rsz0062_at_grt,"no",
critical_path,cp-end-kind,"primary output",
clock_tree,cts_tree,"yes",
routing,firstDrtPassIters,4,
clock_tree,cts_buffers,5,
synth,xor_area_frac,0.0909,
clock_tree,clock_sinks,46,
die,fp_util,0.514,
place,dp_cells,589,
routing,drtIter0Drc,200,
grt,antenna_found_initial,0,
synth,simple_gate_area_frac,0.200,
sta,fmax,212,MHz
grt,grt_first_pass_wirelength,15600,um
synth,synth.area.top_cells,"dfxtp_1 (22%), ha_1 (17%), nor2_1 (5.4%), xnor2_1 (4.7%), xor2_1 (4.4%)",
critical_path,arrival,3290,ps
clock_tree,htreeDepth,2,
synth,yosysTopAreaCell,"dfxtp_1",
critical_path,crit_type,"reg -> out",
sta,setup-tns-final,0,ps
synth,synth_flops,46,
synth,ys_seq_frac,0.238,
routing,wl_per_cell,15.5,um
critical_path,crit_buf_inv,2,
clock_tree,post_cts_buffers,0,
synth,compound_area_frac,0.213,
clock_tree,ctsResizeCount,0,
die,design.core.area,7690,um^2
synth,synth_warnings,4,
clock_tree,holdBufCountCts,0,
die,die_area,8260,um^2
synth,ys_sh_adder,0.183,
sta,finalHoldViolCount,0,
die,io_pins,12,
die,rows,32,
sta,fin_ws,2390,ps
flow_run,cap_viol_max_count,0,
place,portBuffers,11,
grt,grt_use_total,0.240,
outcome,status,"finished, final reports clean",
worst_hold_path,hp-class,"reg -> reg",
die,fp.dieH,90.9,um
synth,syn_inst,489,
sta,slew-limit-headroom,0.511,
routing,vias,3427,
synth,synth-edff-count,2,
sta,worst_slew_pin_slew,734,ps
critical_path,required,5680,ps
synth,ys_top_logic_family,"AND-OR/OR-AND gates",
place,gp_congestion,0.852,
layout,area_growth,6.97,%
sta,fin_worst_skew,5.01,ps
critical_path,cp-start-kind,"flop",
synth,syn_avg_cell_area,8.08,um^2
die,die_x,90.9,um
critical_path,cpPeakStageDelay,500,ps
power,vdd_drop_max,0.130,mV
routing,diodes,0,
flow_run,warning_count,39,
routing,drtAntennaViolNets,0,
critical_path,crit_fanout,7,
synth,synth_chip_area,3950,um^2
synth,yosys_cells,489,
synth,synthDistinctLibCells,63,
synth,synth.most_common_cell,"nor2_1",
grt,grt_pass1_vias,3189,
-- placed cells by master (no fill, tap or decap), drive strengths merged, types with 4 or more instances in the layout --
cell type      instances
mux2i                  6
xor2                  20
clkinv                 4
a221oi                 5
a211o                  4
nor2                  57
xnor2                 21
clkdlybuf4s50         11
a21boi                 5
nor4                   9
ha                    53
clkbuf                 5
a21o                   8
nand4                 10
nand3                 11
inv                   41
o21ai                 16
and3                   4
nand2b                 4
o21bai                 5
a211oi                13
o211ai                 6
nor3                  13
a31oi                  6
o21a                   6
a21oi                 33
dfxtp                 44
nand2                 29
-- where the power goes --
group / total (mW) / internal, mW / switching [mW]
Sequential: 0.313 / 0.280 / 0.0329
Clock: 0.168 / 0.0698 / 0.0983
Combinational: 0.381 / 0.178 / 0.204
Total: 0.862 / 0.527 / 0.335
-- cell families after synthesis --
logic type      Yosys count
fa+ha+maj                56
flops                    46
mux                       7
buf+inv                  57
compound gates          124
simple gates            158
xor+xnor                 41
-- metal layers --
metal,routed length [um],vias up,GRT usage
li1,-,1770,-
met1,4770,1587,0.383
met2,3970,62,0.367
met3,425,8,0.0291
met4,90,0,0.0225
met5,0,-,0
-- path summary, 6_finish.rpt --
check,start,end,slack (ps),cells past startpoint
min reg2reg,pixelGeneration.vel_reg[9],pixelGeneration.vel_reg[9],510,2
max,pixelGeneration.square_x_reg[3],rgb[0],2390,10
min,pixelGeneration.vel_reg[9],pixelGeneration.vel_reg[9],510,2
max reg2reg,pixelGeneration.square_x_reg[0],pixelGeneration.square_x_reg[2],4190,10
-- per-stage QoR --
step                total power [mW]  cell area [um^2]  hold slack [ps]   util
floorplan                      0.621              3950              469      -
global placement               0.695              4140              488  0.538
detailed placement             0.697              4140              500  0.538
CTS                            0.866              4220              514  0.549
global route                   0.940              4220              550  0.549
finish                         0.862              4220              506  0.549
-- cell type report --
type / count / area (um^2)
Fill cell: 730 / 3460
Multi-Input combinational cell: 386 / 2780
Inverter: 42 / 158
Clock buffer: 5 / 68.8
Timing Repair Buffer: 13 / 125
Clock inverter: 3 / 20.0
Sequential cell: 46 / 941
Tap cell: 102 / 128
-- tightest hold or removal path: stages, from the launching register on --
cell and delay [ps]:
dfxtp_1 350, nand3_1 70, a21oi_1 50
Power figures rest on the tool's default switching activity, not on a simulated workload.
